==> flow/design.v <==
module reg_memory(clk,M_bubble,E_stat,E_icode,e_Cnd,e_ValE, E_ValA,e_dstE,E_dstM, M_stat,M_icode,M_Cnd,M_ValE, M_ValA,M_dstE ,M_dstM);
	input clk;
	input M_bubble;
	input [3:0] E_stat;
	input [3:0] E_icode ;
	input e_Cnd;
	input [63:0] e_ValE, E_ValA;
	input [3:0] e_dstE,E_dstM;
	output reg [3:0] M_stat;
	output reg [3:0] M_icode; 
	output reg M_Cnd;
	output reg [63:0]M_ValE, M_ValA;
	output reg [3:0]M_dstE ,M_dstM;
	always @(posedge(clk)) begin
	    if (M_bubble==1) begin    
			M_icode  <= 4'h1;
			M_dstE <= 4'hF;
			M_dstM <= 4'hF;
		end
		else begin
			M_icode <= E_icode;
			M_Cnd <= e_Cnd;
			M_ValE <= e_ValE;
			M_ValA <= E_ValA;
			M_dstE <= e_dstE;
			M_dstM <= E_dstM;
			M_stat <= E_stat;
		end
	end
endmodule
==> flow/run.sh <==
#!/bin/bash
# OpenROAD 26Q1-2900-gdf79404cd8, Yosys 0.63+post, stock flow scripts
make -C /OpenROAD-flow-scripts/flow DESIGN_CONFIG=/design/flow/config.mk WORK_HOME=/design/flow/orfs finish
==> flow/constraint.sdc <==
current_design reg_memory

set clk_period 1.0
set clk_io_pct 0.2

create_clock -name clk0 -period $clk_period [get_ports {clk}]

set non_clock_inputs [all_inputs -no_clocks]
set_input_delay [expr $clk_period * $clk_io_pct] -clock clk0 $non_clock_inputs
set_output_delay [expr $clk_period * $clk_io_pct] -clock clk0 [all_outputs]
==> flow/config.mk <==
export PLATFORM = sky130hd
export DESIGN_NAME = reg_memory
export DESIGN_NICKNAME = reg_memory
export VERILOG_FILES = /design/flow/design.v
export SDC_FILE = /design/flow/constraint.sdc
export NUM_CORES = 4
export LEC_CHECK = 1
export CORE_UTILIZATION = 40
==> flow_summary.html <==
<p>Metrics extracted from the flow reports.</p>
<table>
<tr><th>Metric</th><th>Value</th></tr>
<tr><th colspan="2">Yosys</th></tr>
<tr><td>Dominant cell type by area after synthesis</td><td>sky130_fd_sc_hd__edfxtp_1</td></tr>
<tr><td>Cells after synthesis</td><td>159</td></tr>
<tr><td>Yosys cell count</td><td>159</td></tr>
<tr><td>Mean Syn Cell Area</td><td>27.2 µm²</td></tr>
<tr><td>Mapped Area</td><td>4330 µm²</td></tr>
<tr><td>Post-synth area hogs</td><td>sky130_fd_sc_hd__edfxtp_1, sky130_fd_sc_hd__dfxtp_1, sky130_fd_sc_hd__or2_1, sky130_fd_sc_hd__and2b_2, sky130_fd_sc_hd__buf_6</td></tr>
<tr><td>Area fraction in mux cells</td><td>0%</td></tr>
<tr><td>Chip area estimate from yosys synthesis</td><td>4330 µm²</td></tr>
<tr><td>AO/OA Area Share</td><td>0%</td></tr>
<tr><td>Xor+xnor area frac</td><td>0%</td></tr>
<tr><td>Top cell area share</td><td>92.2%</td></tr>
<tr><td>Number of synthesized register bits</td><td>145</td></tr>
<tr><td>Number of synthesis warnings</td><td>1</td></tr>
<tr><td>Simple-gate portion of the synthesized area</td><td>1.91%</td></tr>
<tr><td>Fraction of the mapped netlist area in adder cells</td><td>0%</td></tr>
<tr><td>Seq/Total Area, Yosys</td><td>97.7%</td></tr>
<tr><td>Distinct cells, synth</td><td>6</td></tr>
<tr><td>Dominant comb cell</td><td>simple AND/OR/NAND/NOR gates</td></tr>
<tr><th colspan="2">Layout</th></tr>
<tr><td>Most common cell after layout, fill and taps aside</td><td>sky130_fd_sc_hd__clkdlybuf4s50_1</td></tr>
<tr><td>Final Util</td><td>71.9%</td></tr>
<tr><td>Commonest cells after routing, fill and taps aside</td><td>sky130_fd_sc_hd__clkdlybuf4s50_1, sky130_fd_sc_hd__buf_2, sky130_fd_sc_hd__edfxtp_1</td></tr>
<tr><td>Tally of filler cells in the layout</td><td>702</td></tr>
<tr><td>Layout Area Growth over Synthesis</td><td>72.8%</td></tr>
<tr><td>Ratio of cells with drive above 1 in the final layout</td><td>39.4%</td></tr>
<tr><th colspan="2">Global routing</th></tr>
<tr><td>Global route total overflow</td><td>0</td></tr>
<tr><td>Largest net degree at the start of global routing</td><td>26</td></tr>
<tr><td>Total GRT Usage</td><td>22.5%</td></tr>
<tr><td>First-pass GRT wire length</td><td>16300 µm</td></tr>
<tr><td>Number of global-route vias before repair</td><td>2891</td></tr>
<tr><td>Number of antenna violations at the first check in global routing</td><td>1</td></tr>
<tr><th colspan="2">Clock network</th></tr>
<tr><td>Clock root buffer master</td><td>sky130_fd_sc_hd__clkbuf_8</td></tr>
<tr><td>Number of hold-repair buffers added at the cts stage</td><td>0</td></tr>
<tr><td>CTS clock-pin slew for the worst setup and hold paths</td><td>0.06 ns</td></tr>
<tr><td>Maximum buffer depth of the clock tree</td><td>2</td></tr>
<tr><td>Clock buffers created by TritonCTS</td><td>17</td></tr>
<tr><td>Post-CTS setup-driven buffer insertion count</td><td>0</td></tr>
<tr><td>H-tree levels</td><td>4</td></tr>
<tr><td>Sink Count</td><td>145</td></tr>
<tr><td>CTS tree</td><td>built</td></tr>
<tr><th colspan="2">Worst setup path</th></tr>
<tr><td>Worst path required time</td><td>0.80 ns</td></tr>
<tr><td>Crit path DAT</td><td>1.04 ns</td></tr>
<tr><td>Largest delay share family, worst path</td><td>flip-flops</td></tr>
<tr><td>Critical path peak fanout</td><td>1</td></tr>
<tr><td>Category of the worst setup path capture point</td><td>primary output</td></tr>
<tr><td>Critical path startpoint</td><td>M_ValA[60]</td></tr>
<tr><td>CP peak stage delay</td><td>0.39 ns</td></tr>
<tr><td>Type of the setup path with the least slack</td><td>flop to primary output</td></tr>
<tr><td>Buffer and inverter count on the worst path</td><td>1</td></tr>
<tr><td>Standard cell with the maximum stage delay on the critical path</td><td>sky130_fd_sc_hd__edfxtp_1</td></tr>
<tr><td>Kind of launch point of the worst setup path</td><td>flop</td></tr>
<tr><td>Crit path cell chain</td><td>buf_2</td></tr>
<tr><th colspan="2">Detailed routing</th></tr>
<tr><td>Total wire length after detailed routing</td><td>11500 µm</td></tr>
<tr><td>ANT nets after route</td><td>0</td></tr>
<tr><td>Number of design-rule violations left by the first detailed-router iteration</td><td>71</td></tr>
<tr><td>Vias</td><td>2769</td></tr>
<tr><td>Average detailed-routed wire length per instance</td><td>18.1 µm</td></tr>
<tr><td>Residual DRC</td><td>0</td></tr>
<tr><td>First-pass iteration count of the detailed router</td><td>3</td></tr>
<tr><td>DR vias/cell</td><td>4.38</td></tr>
<tr><th colspan="2">Timing</th></tr>
<tr><td>Peak clock frequency supported by timing</td><td>807 MHz</td></tr>
<tr><td>Worst Hold Slack</td><td>0.238 ns</td></tr>
<tr><td>Final period demand of the worst path</td><td>1.24 ns</td></tr>
<tr><td>Setup repair after global routing missed its margin</td><td>yes</td></tr>
<tr><td>Worst slew margin</td><td>81.2%</td></tr>
<tr><td>Fin. Hold Viols</td><td>0</td></tr>
<tr><td>Transition time at the pin with the least slew margin</td><td>0.282 ns</td></tr>
<tr><td>Sum of negative setup slack</td><td>-25.94 ns</td></tr>
<tr><td>Finish-stage setup viols</td><td>145</td></tr>
<tr><td>Worst setup slack after layout</td><td>-0.239 ns</td></tr>
<tr><td>Pins Over Slew Limit</td><td>0</td></tr>
<tr><td>Portion of the clock cycle consumed by the worst path in the final layout</td><td>124%</td></tr>
<tr><th colspan="2">Place</th></tr>
<tr><td>Final HPWL DP</td><td>8990 µm</td></tr>
<tr><td>Final weighted congestion in routability-driven placement</td><td>0.806</td></tr>
<tr><td>Count of buffers from port buffering</td><td>291</td></tr>
<tr><th colspan="2">Floorplan</th></tr>
<tr><td>Area of the core</td><td>10400 µm²</td></tr>
<tr><td>Number of top-level design ports</td><td>292</td></tr>
<tr><td>Die Y-Extent</td><td>106 µm</td></tr>
<tr><td>Die W</td><td>106 µm</td></tr>
<tr><td>Number of core rows</td><td>37</td></tr>
<tr><td>Starting density of the core</td><td>41.6%</td></tr>
<tr><td>Area of the die</td><td>11200 µm²</td></tr>
<tr><th colspan="2">Worst hold path</th></tr>
<tr><td>Hold crit path type</td><td>input pin to flop</td></tr>
<tr><td>Launch instance of the worst min-delay path</td><td>E_dstM[1]</td></tr>
<tr><th colspan="2">Pwr</th></tr>
<tr><td>Largest vdd supply drop</td><td>1.08 mV</td></tr>
<tr><td>Static leakage</td><td>2.97 nW</td></tr>
<tr><td>Pwr/cell area</td><td>1940 nW/µm²</td></tr>
<tr><th colspan="2">Run status</th></tr>
<tr><td>Run status</td><td>finished with violations</td></tr>
<tr><td>Violated checks</td><td>negative setup slack</td></tr>
<tr><th colspan="2">Flow run</th></tr>
<tr><td>Max Cap Viol</td><td>0</td></tr>
<tr><td>Warning total across the stage logs</td><td>29</td></tr>
</table>
## repair_timing
action / CTS / global route
cloned: 0 / 0
gates resized: 475 / 0
endpoints found under the setup margin: 145 / 145
## flip-flops by register name, indices dropped and copies added (netlist names)
| name | count |
|---|---|
| M_Cnd | 1 |
| M_ValA | 64 |
| M_ValE | 64 |
| M_dstE | 4 |
| M_dstM | 4 |
| M_icode | 4 |
| M_stat | 4 |
## power by group
| group | internal [mW] | switching (mW) | total (mW) | leakage, nW |
|---|---|---|---|---|
| Sequential | 7.13 | 0.104 | 7.23 | 1.40 |
| Clock | 3.83 | 2.33 | 6.15 | 0.300 |
| Combinational | 0.852 | 0.314 | 1.17 | 1.27 |
| Total | 11.8 | 2.75 | 14.6 | 2.97 |
## Yosys cell counts
master / n
sky130_fd_sc_hd__inv_1: 1
sky130_fd_sc_hd__dfxtp_1: 12
sky130_fd_sc_hd__edfxtp_1: 133
sky130_fd_sc_hd__and2b_2: 3
sky130_fd_sc_hd__or2_1: 9
sky130_fd_sc_hd__buf_6: 1
## layer usage
metal | up-vias | GRT usage [%] | routed length [µm]
met3 | 13 | 12.9 | 1710
met5 | - | 2.38 | 0
li1 | 1281 | - | -
met2 | 191 | 35.6 | 5860
met1 | 1284 | 30.0 | 3720
met4 | 0 | 3.17 | 172
## worst paths after layout
path	to	cells past startpoint	slack [ns]
max	M_ValA[60]	1	-0.24
min	M_dstM[1]	2	0.24
## cell families (layout without fill, tap and decap cells)
kind of cell	count (synthesis)	in the layout
flip-flops	145	145
AND/OR/NAND/NOR	12	12
buffers and inverters	2	338
other	0	1
## through the flow
stage	total power, mW	setup slack, ns	cells	cell area, µm²
global route	15.1	-0.289	632	7480
floorplan	7.37	-1.64	159	4340
detailed placement	8.98	-0.482	599	7600
CTS	14.7	-0.292	631	7480
finish	14.6	-0.239	632	7480
global placement	8.96	-0.500	599	7600
## final cells by class
type | count | area, µm² | share of cell area (%)
Sequential cell | 145 | 4240 | 56.6
Timing Repair Buffer | 305 | 2380 | 31.8
Clock buffer | 25 | 551 | 7.36
Tap cell | 136 | 170 | 2.27
Multi-Input combinational cell | 12 | 82.6 | 1.10
Clock inverter | 7 | 53.8 | 0.719
Inverter | 1 | 7.51 | 0.100
Antenna cell | 1 | 2.50 | 0.0334
Power and IR drop assume default switching activity.
