<file path="/design/flow/constraint.sdc">
current_design reg_decode

set clk_period 11.5
set clk_io_pct 0.2

create_clock -name clk0 -period $clk_period [get_ports {clk}]

set non_clock_inputs [all_inputs -no_clocks]
set_input_delay [expr $clk_period * $clk_io_pct] -clock clk0 $non_clock_inputs
set_output_delay [expr $clk_period * $clk_io_pct] -clock clk0 [all_outputs]
</file>
<file path="/design/flow/run.sh">
#!/bin/bash
# OpenROAD 26Q1-2900-gdf79404cd8, Yosys 0.63+post, stock flow scripts
make -C /OpenROAD-flow-scripts/flow DESIGN_CONFIG=/design/flow/config.mk WORK_HOME=/design/flow/orfs finish
</file>
<file path="/design/flow/config.mk">
export PLATFORM = sky130hd
export DESIGN_NAME = reg_decode
export DESIGN_NICKNAME = reg_decode
export VERILOG_FILES = /design/flow/design.v
export SDC_FILE = /design/flow/constraint.sdc
export NUM_CORES = 4
export LEC_CHECK = 1
export CORE_AREA = 10 10 177 177
export DIE_AREA = 0 0 187 187
</file>
<file path="/design/flow/design.v">
module reg_decode(clk,D_bubble ,D_stall ,f_stat ,f_icode ,f_ifun,f_rA, f_rB,f_ValC ,f_ValP,D_stat,D_icode,D_ifun ,D_rA, D_rB,D_ValC ,D_ValP);
    output reg [3:0] D_icode , D_ifun , D_rA, D_rB;
    output reg signed[63:0] D_ValC , D_ValP;
    output reg [3:0] D_stat=1;
    input clk;
    input D_bubble , D_stall ;
    input [3:0] f_stat ; 
    input [3:0] f_icode , f_ifun;
    input [3:0] f_rA, f_rB;
    input [63:0] f_ValC , f_ValP;
    always @(posedge clk) begin 
        if(D_stall)   
        begin
			D_icode <= D_icode;
			D_ifun <= D_ifun;
			D_rA <= D_rA;
			D_rB <= D_rB;
			D_ValC <= D_ValC;
			D_ValP <= D_ValP;
            D_stat <= D_stat;
        end
        else
        begin
            if(D_bubble==1) 
            begin 
                D_icode  <= 4'h1;
                D_ifun  <= 4'h0;
                D_rA <= 4'hF;
                D_rB <= 4'hF;
            end
            else 
                begin
                D_icode <= f_icode;
                D_ifun <= f_ifun;
                D_rA <= f_rA;
                D_rB <= f_rB;
                D_ValC <= f_ValC;
                D_ValP <= f_ValP;
                D_stat <= f_stat;
            end
            end
        end
endmodule
</file>
==> flow_metrics.tcl <==
# yosys + openroad results
set metrics [dict create \
    run_status "finished clean" \
    critical_path.endpoint_type "flip-flop" \
    placement_rows 61 \
    critical_path.startpoint_type "input pin" \
    timing.critical_path.slowest_stage_cell "clkdlybuf4s50_1" \
    tool_warnings 25 \
    ys_sh_adder 0 \
    synth.avg_cell_area_um2 27.43 \
    fraction_of_synthesized_area_in_multiplexers 0 \
    min-delay-path-class "input pin to flip-flop" \
    wl_per_cell_um 17.58 \
    yosysSeqAreaShare 0.9702 \
    hold_path_end "D_ValP[14]" \
    timing.final.crit_period_ns 4.297 \
    synth.distinct_cells 6 \
    detailedRoute.firstIterationViolations 66 \
    final_max_slew_viol_count 0 \
    finalHoldViolations 0 \
    ctsRootBufferMaster "clkbuf_16" \
    die_height_um 187 \
    pin_count_of_the_biggest_net_entering_global_routing 52 \
    critical_path_peak_fanout 51 \
    final_core_utilization 0.3152 \
    overflow_after_grt 0 \
    syn-instance-count 167 \
    final_layout_size_suffix_gt1_frac 0.08016 \
    post_drt_via_cell_ratio 3.165 \
    floorplan.die.width_um 187 \
    grt_pass1_vias 3033 \
    cts_tree "built" \
    synth.ff_latch_count 148 \
    netlist.top_cell.by_instances "edfxtp_1" \
    synth_largest_type_area_fraction 0.9702 \
    clock_sink_count 148 \
    area_added_between_synthesis_and_finish_pct 90.11 \
    fin_total_pwr_w 0.001390 \
    path_cells "clkdlybuf4s50_1, nor2_4, buf_4, buf_4" \
    simple_gate_share 0.02650 \
    htreeDepth 4 \
    final.setup.tns_ns 0 \
    max-clock-path-buffers 2 \
    hold_path.startpoint "f_ValP[14]" \
    clkSlewWorstSetupHoldPaths_ns 0.06 \
    edf_count 148 \
    drt-total-wl_um 15430 \
    cts-hold-fix-buffers 0 \
    synth_chip_area_mm2 0.004581 \
    post_synthesis_cell_area_mm2 0.004581 \
    track_usage 0.08911 \
    top_cells_by_area "edfxtp_1 (97%), and2b_2 (1.3%), or2_1 (1.2%)" \
    post-route-drc-count 0 \
    cp_data_arrival_time_ns 4.34 \
    grt_setup_unrepaired "false" \
    final_antenna_net_count 0 \
    initial_core_util 0.1658 \
    grt_first_pass_wirelength_um 22250 \
    dr.pass1.iters 4 \
    placement.io_buffers 298 \
    async_reset_ff_frac 0 \
    yosys_warnings 1 \
    synthAoiAreaFrac 0 \
    max_clock_freq_ghz 0.2327 \
    post-cts-setup-buffer-count 0 \
    tritoncts.num_buffers 17 \
    cp_data_required_time_ns 11.54 \
    max_slew.worst_pin.slew_ns 0.6582 \
    library_cell_occupying_the_most_area_in_the_post_synthesis_netlist "edfxtp_1" \
    drv_cap 0 \
    critical_path.most_common_cell "buf_4" \
    ys_top_logic_family "simple AND/OR/NAND/NOR gates" \
    worst_slack_ns 7.203 \
    fp.coreArea_mm2 0.02763 \
    synth.top_cells.by_count "edfxtp_1 (148), or2_1 (9), and2b_2 (7)" \
    die_area_mm2 0.03497 \
    postCtsResizedCells 0 \
    whs_ns 2.437 \
    place_congestion 0.7861 \
    vdd_drop_max_v 0.00006536 \
    post-route-period-util 0.3737 \
    routed-via-count 2779 \
    worst_hold_path.num_cells 1 \
    synth-xor-area-share 0 \
    pre_cts_slack_ns 6.717 \
    flop_cell "edfxtp_1" \
    ys_cells 167 \
    timing.max_slew.rel_slack 0.5612 \
    leakagePower_nw 2.947 \
    antenna_violations_before_repair 2 \
    cellPowerDensity_mw_per_mm2 159.7 \
    max_stage_delay_ns 0.65 \
    finalSetupViolations 0 \
    timing.setup.critical_path_class "input pin to flip-flop" \
    num_io_pins 299 \
]
report_power, final:
group | internal (W) | switching [W]
logic | 0.000101 | 0.0000291
clock network | 0.000388 | 0.000229
registers | 0.000635 | 0.00000839
total | 0.00112 | 0.000267
area by class of cell:
type | count | area (um2)
Multi-Input combinational cell | 17 | 128.9
Fill cell | 2739 | 18920
Clock inverter | 15 | 225.2
Timing Repair Buffer | 301 | 3005
Tap cell | 378 | 473.0
Clock buffer | 17 | 425.4
Sequential cell | 148 | 4444
Inverter | 1 | 3.754
Antenna cell | 1 | 2.502
per-layer routing:
metal	vias up	GRT usage	routed length [um]
li1	1298	-	-
met1	1288	0.09749	5397
met2	179	0.1449	7492
met3	10	0.06231	2394
met4	4	0.008375	115
met5	-	0	31
through the flow:
| stage | instance area, um2 | std cells |
|---|---|---|
| final | 8708 | 878 |
| after global placement | 8055 | 845 |
| after detailed placement | 8055 | 845 |
| after CTS | 8706 | 877 |
| after floorplan | 4581 | 167 |
| after global routing | 8706 | 877 |
how the worst max path moves through the flow:
stage / from / to / slack [ns] / depth (start not counted)
4_1_cts: D_bubble / D_ValC[3] / 7.17 / 4
6_report: D_bubble / D_ValP[15] / 7.20 / 4
5_1_grt: D_bubble / D_ValC[63] / 7.04 / 4
flip-flops by register name (all words and copies together), names as in the netlist:
signal	count
D_ValC	64
D_ValP	64
D_icode	4
D_ifun	4
D_rA	4
D_rB	4
D_stat	4
cell usage in the layout, fill, tap and decap left out, types with 2 or more instances in the layout:
cell,n
clkinvlp_4,2
and2b_2,7
clkinv_1,3
bufinv_16,5
inv_8,2
or2_1,9
edfxtp_1,148
buf_4,3
inv_6,2
clkdlybuf4s50_1,298
clkbuf_16,17
worst max-delay path, delay by kind of cell:
kind	cells	cell delay, ns
buffers and inverters	3	1.81
AND/OR/NAND/NOR	1	0.19
kinds of logic (layout without fill, tap and decap cells):
kind of cell | Yosys count | after routing
buffers and inverters | 2 | 334
DFF | 148 | 148
other | 0 | 1
and+or+nand+nor | 17 | 17
