<file path="run.sh">
#!/bin/bash
# OpenROAD 26Q1-2900-gdf79404cd8, Yosys 0.63+post, stock flow scripts
make -C /OpenROAD-flow-scripts/flow DESIGN_CONFIG=/design/flow/config.mk WORK_HOME=/design/flow/orfs finish
</file>
<file path="design.v">
module reg_execute(clk, E_bubble,D_stat,D_icode,D_ifun,d_ValA,d_ValB,D_ValC,d_dstE,d_dstM,d_srcA,d_srcB,E_stat,E_icode,E_ifun,E_ValC,E_ValA,E_ValB,E_dstE,E_dstM,E_srcA,E_srcB,e_Cnd, M_icode);
    input clk;
    input E_bubble;
    input [3:0]D_stat;
    input [3:0]D_icode,D_ifun, M_icode;
    input [63:0]d_ValA,d_ValB,D_ValC;
    input [3:0]d_dstE,d_dstM;
    input [3:0]d_srcA,d_srcB;
    input e_Cnd;
    output reg [3:0] E_stat;
    output reg [3:0] E_icode,E_ifun; 
    output reg [63:0]E_ValC,E_ValA,E_ValB;
    output reg [3:0]E_dstE,E_dstM;
    output reg [3:0]E_srcA,E_srcB;
    always @(posedge(clk)) begin
        if (E_bubble == 1)
        begin
            E_icode <= 4'h1;
            E_ifun <= 4'h0;
			E_dstE <= 4'hF;
			E_dstM <= 4'hF;
            E_srcA <= 4'hF;
            E_srcB <= 4'hF;
        end
        else 
        begin
            if(M_icode==7 && e_Cnd==0 && ((D_stat==2) || (D_stat==3) || (D_stat==4))) begin
                E_stat <=4'h1;
            end
            else begin
            E_stat <= D_stat;
            end
            E_icode <= D_icode;
            E_ifun <= D_ifun;
            E_ValC <= D_ValC;
            E_ValA <= d_ValA;
            E_ValB <= d_ValB;
            E_dstE <= d_dstE;
            E_dstM <= d_dstM;
            E_srcA <= d_srcA;
            E_srcB <= d_srcB;
        end
    end
endmodule
</file>
<file path="constraint.sdc">
current_design reg_execute

set clk_period 1.6
set clk_io_pct 0.2

create_clock -name clk0 -period $clk_period [get_ports {clk}]

set non_clock_inputs [all_inputs -no_clocks]
set_input_delay [expr $clk_period * $clk_io_pct] -clock clk0 $non_clock_inputs
set_output_delay [expr $clk_period * $clk_io_pct] -clock clk0 [all_outputs]
</file>
<file path="config.mk">
export PLATFORM = sky130hd
export DESIGN_NAME = reg_execute
export DESIGN_NICKNAME = reg_execute
export VERILOG_FILES = /design/flow/design.v
export SDC_FILE = /design/flow/constraint.sdc
export NUM_CORES = 4
export LEC_CHECK = 1
export CORE_AREA = 10 10 281 281
export DIE_AREA = 0 0 291 291
</file>
==> Slide: Implementation Results <==
Flow Results at a Glance

Status
  – Run status: finished, final reports clean

GRT
  – Most Crowded Layer GR: met2
  – GR Util met1: 6.24%
  – Vias in the first global route: 4653
  – Initial antenna violation count: 15
  – Largest net degree at the start of global routing: 64
  – First-pass GRT wire length: 35.9 mm
  – GRT Residual Overflow: 0
  – Gr usage total: 6.02%
  – GRT met2 Usage: 8.55%
  – Met3 track demand over resource: 5.68%

Logic synthesis
  – Ys flop type: edfxtp_1
  – Biggest area cells: edfxtp_1 89%, dfxtp_1 7.3%, or2_2 1.6%
  – Synth Area per Inst: 25.9 µm²
  – Post-synth EDFFs: 196
  – Fraction of registers with async set/reset: 0%
  – Mapped Cells: 255
  – Synth Seq Share: 96.3%
  – Syn. warnings: 1
  – Synth area leader: edfxtp_1
  – Post-synth top area share: 89.0%
  – Synthesis area per yosys: 6610 µm²
  – Yosys cell types: 13
  – Cell count listed in synth_stat.txt: 255
  – Mapped cell area: 6610 µm²
  – Ys flops: 220
  – Post-synth top cells: 196 x edfxtp_1, 24 x dfxtp_1, 17 x or2_2
  – Count leader, synth: edfxtp_1

Routing
  – Diode count: 0
  – Routed len/inst: 15.3 µm
  – Vias per inst: 2.52
  – Drc violations: 0
  – Antenna Nets Post-Route: 0
  – Final wirelength: 26.3 mm
  – Vias: 4342
  – TritonRoute pass-1 iters: 6
  – Iter 0 DRT Violations: 138

Power and ir drop
  – Cell Pwr Density: 1050 nW/µm²
  – Worst vdd ir: 0.000770 V
  – Leakage Power: 4.69 nW

Die
  – Die H: 291 µm
  – Io pins: 447
  – Core area: 72800 µm²
  – Floorplan utilization: 9.08%
  – Die width: 291 µm
  – DIE AREA: 84700 µm²
  – Placement Rows: 99

Setup path
  – Buf/Inv on CP: 1
  – Startpoint types: register
  – Slowest-stage cell, CP: edfxtp_1
  – Family with the most delay on the worst path: flip-flops
  – Critical path class: reg -> out
  – CP required: 1.28 ns
  – Crit path cell chain: dlygate4sd2_1
  – Crit path capture type: primary output
  – Critical path depth: 1
  – Largest stage delay on the critical path: 0.38 ns
  – CP Data Arrival Time: 1.21 ns
  – Crit path max fanout: 1

Min path
  – Hold Path Origin: d_ValB[32]
  – Hold endpoint: E_ValB[32]$_DFFE_PN_
  – HP Class: in -> reg
  – Hold path depth: 1

Place
  – DP Cell Count: 1673
  – DP HPWL: 21.6 mm
  – Pre-CTS WS: -0.107 ns
  – GP Congestion: 0.816
  – I/O Buffers: 446
  – Placed Instance Area: 12400 µm²

Layout
  – Final Non-Filler Cells: 1721
  – Synth-to-Final Area Change: 96.6%
  – Post-route cell area: 13000 µm²
  – Post-layout util: 17.9%
  – Layout cell share with drive strength beyond 1: 10.2%

Timing
  – Final hold vios: 0
  – Final setup vio count: 0
  – Pins over their slew limit: 0
  – Measured slew at the worst slew-check pin: 0.429 ns
  – Final WS setup: 0.0742 ns
  – Final worst path period need: 1.53 ns
  – Max_slew headroom: 71.4%
  – Fmax: 655 MHz
  – Final period util: 95.4%
  – RSZ-0062 raised after global routing: no

Clocking
  – CTS Buffer Depth: 3
  – CTS tree: done
  – Post CTS Setup Buffer Count: 0
  – CTS Buf Count: 26
  – H-tree depth reported by CTS: 1
  – Clock slew at reported path FFs: 0.06 ns
  – Clock Sinks: 220
  – Clock Tree Root: clkbuf_16

Job
  – Tool warning count: 26
  – Max Cap Viol: 0
layout make-up:
type                            count  area [µm²]
Clock buffer                       32         673
Clock inverter                     16         129
Fill cell                        7908       59800
Inverter                            2        11.3
Multi-Input combinational cell     30         221
Sequential cell                   220        6370
Tap cell                          959        1200
Timing Repair Buffer              462        4400
cells in the final DEF, fill, tap and decap left out:
master,n
clkdlybuf4s50_1,226
edfxtp_1,196
dlygate4sd2_1,193
clkbuf_16,26
clkdlybuf4s15_1,24
dfxtp_1,21
or2_2,17
buf_4,11
nor2b_1,7
clkinv_1,6
clkbuf_1,6
buf_12,5
dfxtp_2,3
clkinvlp_4,3
inv_6,3
clkinv_2,2
buf_2,2
nand4bb_4,1
xnor2_1,1
nand2b_1,1
inv_1,1
o31ai_1,1
o31a_2,1
o41a_1,1
clkinv_8,1
bufinv_16,1
clkinv_4,1
clkdlybuf4s15_2,1
registers in the layout, summed over array words and instances, names as in the netlist:
name,count
E_dstM,4
E_srcA,4
E_ifun,4
E_dstE,4
E_ValA,64
E_ValC,64
E_stat,4
E_srcB,4
E_icode,4
E_ValB,64
what timing repair did:
action | in CTS | in global routing
hold buffers | 0 | 0
hold endpoints to repair | 0 | 0
resized | 251 | 2
gates cloned | 0 | 0
endpoints found under the setup margin | 220 | 2
report_power, final:
part	internal (mW)	switching (mW)
clock	3.17	2.43
sequential	6.73	0.108
combinational	0.933	0.342
cell families (layout without fill, tap and decap cells):
logic type | after synthesis | count (layout) | share of synthesized area, %
DFF | 220 | 220 | 96.3
and+or+nand+nor | 26 | 26 | 2.78
buffers and inverters | 5 | 512 | 0.379
AOI/OAI and AO/OA | 3 | 3 | 0.435
xor gates and xnor gates | 1 | 1 | 0.132
how the worst max path moves through the flow:
stage,start,end
4_1_cts,E_ValA[14]$_DFFE_PN_,E_ValA[14]
5_1_grt,E_ValB[59]$_DFFE_PN_,E_ValB[59]
6_report,E_ValA[13]$_DFFE_PN_,E_ValA[13]
per-layer routing:
layer  vias up  wire length (µm)
met3        58              5480
met4        16               954
met2       364             10900
met1      1938              8880
met5         -               107
li1       1966                 -
metrics by stage:
| step | setup TNS, ns | hold slack (ns) | total power, mW |
|---|---|---|---|
| 6_report | 0 | 0.303 | 13.7 |
| 5_1_grt | 0 | 0.260 | 14.4 |
| 4_1_cts | 0 | 0.240 | 14.1 |
| 3_5_place_dp | -14.03 | 0.878 | 8.58 |
| 3_3_place_gp | -10.67 | 0.876 | 8.58 |
| 2_1_floorplan | -418.12 | 0.392 | 6.99 |
Power figures rest on the tool's default switching activity, not on a simulated workload.
